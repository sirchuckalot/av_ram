--- flow/run.sh ---
#!/bin/bash
# OpenROAD 26Q1-2900-gdf79404cd8, Yosys 0.63+post, stock flow scripts
make -C /OpenROAD-flow-scripts/flow DESIGN_CONFIG=/design/flow/config.mk WORK_HOME=/design/flow/orfs finish
--- flow/config.mk ---
export PLATFORM = sky130hd
export DESIGN_NAME = av_ram_generic
export DESIGN_NICKNAME = av_ram_generic
export VERILOG_FILES = /design/flow/design.v
export SDC_FILE = /design/flow/constraint.sdc
export NUM_CORES = 4
export LEC_CHECK = 1
export CORE_UTILIZATION = 40
export SYNTH_MEMORY_MAX_BITS = 65536
--- flow/constraint.sdc ---
current_design av_ram_generic

set clk_period 30.1
set clk_io_pct 0.2

create_clock -name clk0 -period $clk_period [get_ports {clk}]

set non_clock_inputs [all_inputs -no_clocks]
set_input_delay [expr $clk_period * $clk_io_pct] -clock clk0 $non_clock_inputs
set_output_delay [expr $clk_period * $clk_io_pct] -clock clk0 [all_outputs]
--- flow/design.v ---
module av_ram_generic
  #(parameter depth=256,
    parameter memfile = "")
  (input clk,
   input [3:0]	 we,
   input [31:0]  din,
   input [$clog2(depth)-1:0] 	 waddr,
   input [$clog2(depth)-1:0] 	 raddr,
   output reg [31:0] dout);
   reg [31:0] 	 mem [0:depth-1]  ;
   always @(posedge clk) begin
      if (we[0]) mem[waddr][7:0]   <= din[7:0];
      if (we[1]) mem[waddr][15:8]  <= din[15:8];
      if (we[2]) mem[waddr][23:16] <= din[23:16];
      if (we[3]) mem[waddr][31:24] <= din[31:24];
      dout <= mem[raddr];
   end
   generate
      initial
	if(memfile != "") begin
	   $display("Preloading %m from %s", memfile);
	   $readmemh(memfile, mem);
	end
   endgenerate
endmodule
==> flow_summary.json <==
{
  "cts.htree.levels": 6,
  "powerDensity_nw_per_um2": 65.6,
  "detail-route-antenna-nets": 0,
  "design.core.area_um2": 799000,
  "peakVddDrop_mv": 0.0612,
  "timing.max_slew.rel_slack": 0.210,
  "clock_tree.buffer_depth": 4,
  "worst_skew_pair.late_latency_ns": 1.17,
  "setup_tns_ns": 0,
  "grt_first_pass_wirelength_um": 1310000,
  "post_synth_main_logic_family": "multiplexers",
  "yosys_warnings": 1,
  "postSynth.asyncResetShare": 0,
  "critical_path.max_fanout": 67,
  "max-cap-violations": 0,
  "ys_sh_mux": 0.143,
  "cts_made_buffers": 811,
  "synth.top_cells.by_area": "sky130_fd_sc_hd__edfxtp_1 (77%), sky130_fd_sc_hd__mux4_2 (10%), sky130_fd_sc_hd__mux2i_1 (3.9%), sky130_fd_sc_hd__and3_1 (2.0%), sky130_fd_sc_hd__clkbuf_1 (0.78%)",
  "dr_wl_cell_um": 33.7,
  "launching_element_type_of_the_critical_path": "input port",
  "holdCritPathClass": "flop to flop",
  "post_synth_fa_ha_maj_area_fraction": 0,
  "synth.cellmix.compoundShare": 0.0349,
  "grt_overflow_total": 0,
  "path_clk_slew_ns": 0.06,
  "routabilityCongestion": 0.948,
  "static-leakage-power_nw": 117,
  "initial_antenna_violation_count": 106,
  "grt_max_degree": 136,
  "common_cells": "sky130_fd_sc_hd__edfxtp_1 (8,192), sky130_fd_sc_hd__mux4_2 (1,457), sky130_fd_sc_hd__mux2i_1 (1,248), sky130_fd_sc_hd__and3_1 (1,026), sky130_fd_sc_hd__clkbuf_1 (667)",
  "number_of_buffers_inserted_by_hold_repair_at_cts": 0,
  "critPathRequiredTime_ns": 31.16,
  "setup_viol": 0,
  "post-route-min-period_ns": 12.40,
  "drt-pass1-iter-count": 6,
  "detail_route.vias_per_cell": 5.86,
  "vias_in_the_first_global_route": 174000,
  "floorplan.core_util": 0.402,
  "ys_area_um2": 321000,
  "hold_violations": 0,
  "die.size.y_um": 898,
  "yosys_most_used_dff": "sky130_fd_sc_hd__edfxtp_1",
  "drt_iter0_drcs": 11600,
  "synthDistinctLibCells": 66,
  "ys_sh_xor": 0,
  "finalWirelength_um": 926000,
  "design.portCount": 85,
  "post_synth.cell_area_avg_um2": 20.5,
  "final.setup_skew_ns": 0.0555,
  "tritoncts_num_sinks": 8224,
  "cell_count_after_synthesis": 15600,
  "cts_root_buffer": "sky130_fd_sc_hd__clkbuf_16",
  "netlist.top_cell.by_area": "sky130_fd_sc_hd__edfxtp_1",
  "tightest_pin_transition_ns": 1.18,
  "cts_tree": "done",
  "chip_area_um2": 806000,
  "top_cell": "sky130_fd_sc_hd__edfxtp_1",
  "synth.cell_area_um2": 321000,
  "worst_setup_path_end_kind": "flop",
  "drc_errors_left": 0,
  "critical_path_arrival_ns": 13.46,
  "cts_setup_buffers": 0,
  "synthDominantCellAreaShare": 0.767,
  "total_power_draw_mw": 23.7,
  "drive_gt1_frac": 0.202,
  "synth_flops": 8224,
  "finalCoreUtilization": 0.452,
  "synth_simple_gate_area_share": 0.0347,
  "timing_max_transition_violations_final": 0,
  "gr-usage-all-layers": 0.251,
  "worst-setup-path-type": "input port to flop",
  "fin_ws_ns": 17.70,
  "grt_setup_unrepaired": "false",
  "maxClockFrequency_mhz": 80.7,
  "final.period_utilization": 0.412,
  "count_of_library_flops_with_an_enable_pin": 8192,
  "ys_seq_share": 0.769,
  "io_buffers": 84,
  "dieWidth_um": 898,
  "routed_via_count": 161000,
  "placement_rows": 328,
  "placement.setup.worst_slack_ns": 16.34,
  "yosys_cells": 15600,
  "holdWs_ns": 0.920,
  "count_of_tool_warnings": 76,
  "total_of_cells_resized_after_clock_tree_synthesis": 0,
  "hpwlAfterDp_um": 575000,
  "run_status": "completed",
  "areaGrowthSynthToFinish_pct": 12.4
}
[worst paths after layout]
check	slack, ns	end	from	cells past startpoint
min	0.92	dout[3]	mem[226][3]	6
min reg2reg	0.92	dout[3]	mem[226][3]	6
max	17.70	dout[4]	raddr[0]	15
max reg2reg	26.89	dout[4]	mem[40][4]	7
[flip-flops by register name (all words and copies together) (netlist names)]
| name | flops |
|---|---|
| mem | 8192 |
| dout | 32 |
[power breakdown]
| part | leakage (nW) | internal [mW] | total [mW] | switching, mW |
|---|---|---|---|---|
| sequential | 73.9 | 12.6 | 12.7 | 0.0325 |
| clock | 12.4 | 5.50 | 9.78 | 4.28 |
| combinational | 30.5 | 0.368 | 1.22 | 0.852 |
| total | 117 | 18.5 | 23.7 | 5.16 |
[cell usage in the layout, fill, tap and decap left out, drive strengths merged, types with 30 or more instances in the layout]
cell	n
a211o	30
a211oi	48
a21oi	194
a221oi	115
a22o	33
a22oi	306
a311oi	43
and3	1026
buf	636
bufinv	53
clkbuf	1046
clkdlybuf4s50	42
clkinv	352
dfxtp	32
diode	253
edfxtp	8192
mux2	30
mux2i	1248
mux4	1464
nand2	183
nand3	50
nand4	67
nor2	165
nor3	222
nor4	173
o211ai	109
o21ai	90
o221ai	204
o22ai	318
[through the flow]
step | cell area, um^2 | instances
finish | 361000 | 27500
global route | 360000 | 27300
CTS | 360000 | 27200
detailed placement | 335000 | 25700
global placement | 335000 | 25700
floorplan | 321000 | 15600
[cell families after synthesis]
group                  Yosys count
flip-flops                    8224
multiplexers                  2742
AND/OR/NAND/NOR               1964
AND-OR/OR-AND                 1553
buffers and inverters         1160
[per-layer routing]
| metal | track usage | share of wire | up-vias |
|---|---|---|---|
| met2 | 0.353 | 0.46 | 10000 |
| li1 | - | - | 67000 |
| met3 | 0.207 | 0.19 | 1593 |
| met5 | 0.0284 | 0.0029 | - |
| met1 | 0.289 | 0.31 | 82200 |
| met4 | 0.0899 | 0.044 | 94 |
[final cells by class]
class / count / area (um^2)
Antenna cell: 253 / 633
Clock buffer: 1042 / 21600
Timing Repair Buffer: 682 / 5800
Tap cell: 10600 / 13200
Inverter: 2 / 22.5
Clock inverter: 436 / 3910
Sequential cell: 8224 / 247000
Fill cell: 65800 / 438000
Multi-Input combinational cell: 6259 / 68900
[worst max-delay path, stage by stage]
cell                      delay (ns)
sky130_fd_sc_hd__buf_16         0.28
sky130_fd_sc_hd__buf_4          0.53
sky130_fd_sc_hd__buf_12         0.48
sky130_fd_sc_hd__buf_4          0.54
sky130_fd_sc_hd__buf_4          0.54
sky130_fd_sc_hd__buf_4          0.61
sky130_fd_sc_hd__buf_4          0.59
sky130_fd_sc_hd__buf_4          0.61
sky130_fd_sc_hd__buf_4          0.67
sky130_fd_sc_hd__mux4_2         0.58
sky130_fd_sc_hd__a22oi_1        0.26
sky130_fd_sc_hd__o21ai_0        0.15
sky130_fd_sc_hd__nor4_2         0.91
sky130_fd_sc_hd__buf_4          0.25
sky130_fd_sc_hd__nor4_2         0.04
Power and IR drop assume default switching activity.
